[flow/design.v]
module spi(
    input clk,
    input rst,
    input miso,
    output mosi,
    output sck,
    input start,
    input[7:0] data_in,
    output[7:0] data_out,
    output busy,
    output new_data,
    output reg [STATE_SIZE-1:0]state_q
  );
  parameter CLK_DIV = 2;
  localparam STATE_SIZE = 2;
  localparam IDLE = 2'd0,
    WAIT_HALF = 2'd1,
    TRANSFER = 2'd2;
  reg [STATE_SIZE-1:0] state_d;
  initial 
  begin
	state_q = 2'd0;
  end
  reg [7:0] data_d, data_q;
  reg [CLK_DIV-1:0] sck_d, sck_q;
  reg mosi_d, mosi_q;
  reg [2:0] ctr_d, ctr_q;
  reg new_data_d, new_data_q;
  reg [7:0] data_out_d, data_out_q;
  assign mosi = mosi_q;
  assign sck = (~sck_q[CLK_DIV-1]) & (state_q == TRANSFER);
  assign busy = state_q != IDLE;
  assign data_out = data_out_q;
  assign new_data = new_data_q;
  always @(*) begin
    sck_d = sck_q;
    data_d = data_q;
    mosi_d = mosi_q;
    ctr_d = ctr_q;
    new_data_d = 1'b0;
    data_out_d = data_out_q;
    state_d = state_q;
    case (state_q)
      IDLE: begin
        sck_d = 4'b0;               
        ctr_d = 3'b0;               
        if (start == 1'b1) begin    
          data_d = data_in;         
          state_d = WAIT_HALF;      
        end
      end
      WAIT_HALF: begin
        sck_d = sck_q + 1'b1;                   
        if (sck_q == {CLK_DIV-1{1'b1}}) begin   
          sck_d = 1'b0;                         
          state_d = TRANSFER;                   
        end
      end
      TRANSFER: begin
        sck_d = sck_q + 1'b1;                            
        if (sck_q == 4'b0000) begin                      
          mosi_d = data_q[7];                            
        end else if (sck_q == {CLK_DIV-1{1'b1}}) begin   
          data_d = {data_q[6:0], miso};                  
        end else if (sck_q == {CLK_DIV{1'b1}}) begin     
          ctr_d = ctr_q + 1'b1;                          
          if (ctr_q == 3'b111) begin                     
            state_d = IDLE;                              
            data_out_d = data_q;                         
            new_data_d = 1'b1;                           
          end
        end
      end
    endcase
  end
  always @(posedge clk) begin
    if (rst) begin
      ctr_q <= 3'b0;
      data_q <= 8'b0;
      sck_q <= 4'b0;
      mosi_q <= 1'b0;
      state_q <= IDLE;
      data_out_q <= 8'b0;
      new_data_q <= 1'b0;
    end else begin
      ctr_q <= ctr_d;
      data_q <= data_d;
      sck_q <= sck_d;
      mosi_q <= mosi_d;
      state_q <= state_d;
      data_out_q <= data_out_d;
      new_data_q <= new_data_d;
    end
  end
endmodule
[flow/run.sh]
#!/bin/bash
# OpenROAD 26Q1-2900-gdf79404cd8, Yosys 0.63+post, stock flow scripts
make -C /OpenROAD-flow-scripts/flow DESIGN_CONFIG=/design/flow/config.mk WORK_HOME=/design/flow/orfs finish
[flow/config.mk]
export PLATFORM = sky130hd
export DESIGN_NAME = spi
export DESIGN_NICKNAME = spi
export VERILOG_FILES = /design/flow/design.v
export SDC_FILE = /design/flow/constraint.sdc
export NUM_CORES = 4
export LEC_CHECK = 1
export CORE_AREA = 10 10 111 111
export DIE_AREA = 0 0 121 121
[flow/constraint.sdc]
current_design spi

set clk_period 2.4
set clk_io_pct 0.2

create_clock -name clk0 -period $clk_period [get_ports {clk}]

set non_clock_inputs [all_inputs -no_clocks]
set_input_delay [expr $clk_period * $clk_io_pct] -clock clk0 $non_clock_inputs
set_output_delay [expr $clk_period * $clk_io_pct] -clock clk0 [all_outputs]
==> run summary <==
status: complete, no violations
Worst setup EP type: output pin
Die Y: 121 µm
Post-synth regs: 25
WS Path Type: flop to output pin
1st-pass router iterations: 4
hpwl dp: 2650 µm
critical-path cell list: inv_1 > ha_1 > inv_1 > clkdlybuf4s50_1
antenna violations before repair: 0
chip width: 121 µm
DRC: 0
crit path max-delay cell type: clkdlybuf4s50_1
detailed-route wire length per cell: 11.6 µm
Hold Buf Count CTS: 0
clk latency of the worst-skew pair: 270 ps
Vias/cell: 3.83
final instance area: 0.00186 mm²
post-CTS setup buffers: 0
largest net degree at the start of global routing: 19
I/O Buffers: 25
CP startpoint: state_q[0]
CP most frequent cell: inv_1
layout cells sized above 1: 10.9%
R2R depth: 5
worst r2r src: state_q[0]
crit path DAT: 1660 ps
vias in the first global route: 1,201
R2R setup slack: 530 ps
Setup crit end: busy
CTS tree: built
post-layout period usage of the worst path: 89.3%
Synth Warn #: 1
Post-Route Utilization: 18.8%
Row Count: 36
Worst Setup Slack, final: 258 ps
pre-CTS setup slack: 464 ps
Routed WL: 3570 µm
VDD IR-drop max: 0.000268 V
Worst Hold Class: flop to flop
Worst path max stage delay: 460 ps
Peak Freq: 467 MHz
min cycle time layout: 2140 ps
CTS Buffer Depth: 2
chip area: 0.0146 mm²
DRT antenna net count: 0
filler instances: 1,071
Iter 0 DRT Violations: 68
slew at the pin closest to its max-slew limit: 660 ps
IO Pins: 26
Worst EP required: 1920 ps
max cap viols: 0
fp util: 14.4%
Slew Viols, Final: 0
Netlist cell types: 33
Final Skew: 2.00 ps
CORE AREA: 0.00986 mm²
clk sinks: 25
clock buffer count from CTS: 3
GPL Wtd Cong: 0.825
All-Layer GR Usage: 5.02%
syn avg cell area: 9.29 µm²
htree depth: 1
leakage: 0.677 nW
clk slew on worst S/H paths: 90 ps
Yosys chip area: 0.00142 mm²
global-route wire length before repair: 6160 µm
Power per Cell Area: 825 mW/mm²
Resize count post-CTS: 0
RSZ-0062 raised after global routing: false
CTS root buf: clkbuf_8
Final setup viols: 0
GRT overflow: 0
TNS Setup: 0 ps
Final Hold Vio Count: 0
Design Power: 1.53 mW
Seq share, synth: 35.2%
# diodes: 0
ys cells: 153
total number of vias: 1,179
Rel. slew slack: 54.7%
tool warnings: 33
Worst Setup Start Kind: flop
R2R Path End: state_q[0]
Mapped Cells: 153
Post-Place Cell Area: 0.00181 mm²
worst-path fanout max: 6
Post-Syn Area: 0.00142 mm²
P&R area growth vs syn: 30.8%
layer usage:
| layer | global-route usage [%] | share of wire, % | up-vias |
|---|---|---|---|
| met3 | 2.17 | 11 | 2 |
| li1 | - | - | 596 |
| met5 | 0 | 0 | - |
| met4 | 0.302 | 0.62 | 0 |
| met1 | 7.00 | 49 | 549 |
| met2 | 7.35 | 40 | 32 |
synthesized netlist by cell type:
master,number,area [µm²]
a2111oi_4,1,27.5
a21o_1,1,7.51
a21oi_1,11,55.1
a21oi_2,1,8.76
a22o_1,1,8.76
a31oi_1,8,50.1
and2_1,1,6.26
and3b_1,1,8.76
buf_2,1,5.00
buf_4,1,7.51
buf_6,1,11.3
clkbuf_1,7,26.3
dfxtp_1,25,500
ha_1,12,150
inv_1,5,18.8
mux2_1,2,22.5
mux2_2,7,78.8
mux2_4,1,15.0
mux2i_1,5,50.1
nand2_1,5,18.8
nand2b_1,7,43.8
nand3_1,8,40.0
nand3b_1,3,22.5
nand3b_4,1,20.0
nor2_1,3,11.3
nor2b_1,4,25.0
nor2b_4,1,13.8
nor3_1,9,45.0
nor4_1,8,50.1
o211ai_1,1,7.51
o21ai_0,8,40.0
or2b_1,1,7.51
or3b_1,2,17.5
how the worst min path moves through the flow:
stage / endpoint / cells past startpoint / startpoint / slack, ps
4_1_cts: mosi_q / 2 / mosi_q / 470
6_report: mosi_q / 2 / data_q[7] / 480
5_1_grt: mosi_q / 2 / mosi_q / 490
worst max-delay path: cells and delay by family (launching register included):
family     cells  cell delay, ps
fa+ha+maj      1             290
buf+inv        3             670
flops          1             430
cell type report:
class | instances | area, µm² | area share, %
clock buffers | 3 | 41.3 | 2.22
flip-flops and latches | 25 | 500 | 26.9
inverters | 5 | 18.8 | 1.01
multi-input cells | 113 | 852 | 45.8
repair buffers | 28 | 273 | 14.7
clock inverters | 1 | 7.51 | 0.404
well taps | 133 | 166 | 8.95
power by group:
group	total, mW	switching [mW]	internal [mW]
Combinational	0.691	0.358	0.333
Clock	0.260	0.142	0.118
Sequential	0.583	0.0809	0.502
Total	1.53	0.581	0.952
through the flow:
step / std cells / hold WS [ps]
after floorplan: 153 / 422
after global placement: 304 / 458
after detailed placement: 304 / 455
after CTS: 308 / 473
after global routing: 308 / 493
final: 308 / 475
flip-flops by register name (all words and copies together), names as in the netlist:
signal	cells
new_data_q	1
ctr_q	3
data_out_q	8
sck_q	2
mosi_q	1
data_q	8
state_q	2
cells in the final DEF, fill, tap and decap left out:
cell type        count
a2111oi_4            1
a21o_1               1
a21oi_1             11
a21oi_2              1
a22o_1               1
a31oi_1              8
and2_1               1
and3b_1              1
buf_4                3
clkbuf_8             3
clkdlybuf4s50_1     25
clkinvlp_4           1
dfxtp_1             25
ha_1                12
inv_1                5
mux2_1               2
mux2_2               7
mux2_4               1
mux2i_1              5
nand2_1              5
nand2b_1             7
nand3_1              8
nand3b_1             3
nand3b_4             1
nor2_1               3
nor2b_1              4
nor2b_4              1
nor3_1               9
nor4_1               8
o211ai_1             1
o21ai_0              8
or2b_1               1
or3b_1               2
kinds of logic after synthesis:
group,after synthesis,synth area share [%]
and+or+nand+nor,54,23.2
AOI/OAI and AO/OA,32,14.4
DFF,25,35.2
buffers and inverters,15,4.84
muxes,15,11.7
adders and majority gates,12,10.6
Power is estimated from default activity; no workload was simulated.
